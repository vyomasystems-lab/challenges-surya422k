`design.v`:
```
module lifo(
 clk,
 rstn,
 pop,
 push,
 empty,
 full,
 din,
 dout
    );
parameter WIDTH = 8;
parameter DEPTH = 8;
input clk;
input rstn;
input pop;
input push;
input [WIDTH-1:0]din;
output [WIDTH-1:0]dout;
output empty;
output full;
reg [WIDTH-1:0]stack[DEPTH-1:0];  
reg [WIDTH-1:0]index, next_index; 
reg [WIDTH-1:0]dout, next_dout;
wire empty, full;
always @ (posedge clk)  
begin
  if(!rstn)
  begin
    dout  <= 8'd0;
    index <= 8'b0;
  end
  else
  begin
    dout  <= next_dout;
    index <= next_index;
  end
end
assign empty = !(|index);
assign full  = !(|(index ^ DEPTH));
always @ (*)  
begin
  if(push && !full)  
  begin
  stack[index] = din;
  next_index   = index+1'b1;
  end
  else if(pop && !empty)   
  begin
  next_dout  = stack[index-1'b1];  
  next_index = index-1'b1;
  end
  else
  begin
  next_dout  = dout;
  next_index = index;
  end
end
endmodule
```
`run.sh`:
```
#!/bin/bash
# OpenROAD 26Q1-2900-gdf79404cd8, Yosys 0.63+post, stock flow scripts
make -C /OpenROAD-flow-scripts/flow DESIGN_CONFIG=/design/flow/config.mk WORK_HOME=/design/flow/orfs finish
```
`config.mk`:
```
export PLATFORM = sky130hd
export DESIGN_NAME = lifo
export DESIGN_NICKNAME = lifo
export VERILOG_FILES = /design/flow/design.v
export SDC_FILE = /design/flow/constraint.sdc
export NUM_CORES = 4
export LEC_CHECK = 1
export CORE_UTILIZATION = 40
```
`constraint.sdc`:
```
current_design lifo

set clk_period 3.0
set clk_io_pct 0.2

create_clock -name clk0 -period $clk_period [get_ports {clk}]

set non_clock_inputs [all_inputs -no_clocks]
set_input_delay [expr $clk_period * $clk_io_pct] -clock clk0 $non_clock_inputs
set_output_delay [expr $clk_period * $clk_io_pct] -clock clk0 [all_outputs]
```
==> impl_metrics.env <==
# yosys + openroad results
export IMPL_status="completed"
export IMPL_ff_type="dlxtn_1"
export IMPL_power_leakage_nw=1.25
export IMPL_die_w_um=83.2
export IMPL_cts_max_path_buffers=2
export IMPL_drc=0
export IMPL_path_clk_slew_ns=0.06
export IMPL_yosys_warnings=2
export IMPL_first_iter_violations=61
export IMPL_crit_slowest_cell="or3b_2"
export IMPL_gp_congestion=0.920
export IMPL_antenna_left=0
export IMPL_worst_slew_pin_transition_ns=0.873
export IMPL_grt_pass1_vias=1824
export IMPL_reg2reg_slack_ns=0.91
export IMPL_finalMaxSlewViolations=0
export IMPL_peakVddDrop_mv=0.308
export IMPL_async_reset_ff_frac=0
export IMPL_syn_area_mm2=0.00264
export IMPL_core_mm2=0.00635
export IMPL_grt_pass1_wl_um=9330
export IMPL_critPathKind="register to output pin"
export IMPL_p_comb_frac=0.584
export IMPL_postSynthAreaPerCell_um2=10.1
export IMPL_area_growth_pct=11.8
export IMPL_top_cell_area_share=0.364
export IMPL_xor_share=0.00332
export IMPL_swShare=0.411
export IMPL_worstPathCellList="inv_1 > ha_2 > or3b_2 > nor2_1 > clkdlybuf4s50_1"
export IMPL_synthCells=261
export IMPL_edf_count=0
export IMPL_io_pins=22
export IMPL_io_buffers=21
export IMPL_htree_levels=1
export IMPL_seq_power_share=0.328
export IMPL_unclocked_regs=72
export IMPL_drive_above_1_share=0.105
export IMPL_rsz0062_at_grt="no"
export IMPL_hold_path_class="register to register"
export IMPL_cts_hold_buf=0
export IMPL_synthAoiAreaFrac=0.183
export IMPL_whs_ns=0.511
export IMPL_p_int_w=0.00109
export IMPL_yosys_area_top_type="dlxtn_1"
export IMPL_yosysUniqueCellTypes=51
export IMPL_critPathBufInv=2
export IMPL_power_w=0.00184
export IMPL_drv_cap=0
export IMPL_tool_warnings=32
export IMPL_fin_crit_sh=0.933
export IMPL_synth_simple_area_share=0.138
export IMPL_power_switching_w=0.000757
export IMPL_worstPathMaxFanout=9
export IMPL_fp_util=0.416
export IMPL_hpwl_um=3790
export IMPL_rows=29
export IMPL_setup_viol=0
export IMPL_post_cts_setup_buffers=0
export IMPL_finalCriticalPeriod_ns=2.80
export IMPL_cp_required_ns=2.40
export IMPL_vias=1949
export IMPL_finalHoldViolCount=0
export IMPL_cts_tree="done"
export IMPL_gr_usage_all_layers=0.170
export IMPL_max_stage_delay_ns=0.51
export IMPL_die_h_um=83.2
export IMPL_max_freq_mhz=357
export IMPL_synthTopCellsByArea="dlxtn_1 (36%), dfxtp_1 (12%), ha_1 (4.7%), dlxtp_1 (4.6%), mux2_2 (3.8%)"
export IMPL_drt_total_wl_um=5480
export IMPL_root_buffer="clkbuf_8"
export IMPL_viasPerCell=5.51
export IMPL_setup_slack_ns=0.201
export IMPL_untimed_endpoints=72
export IMPL_place_ws_ns=0.380
export IMPL_ys_sh_mux=0.0536
export IMPL_critPathLaunchType="register"
export IMPL_diodes=0
export IMPL_wl_per_cell_um=15.5
export IMPL_synthAdderAreaFrac=0.0474
export IMPL_synth_seq_cells=88
export IMPL_final_util=0.464
export IMPL_arrival_ns=2.20
export IMPL_antenna_found_initial=0
export IMPL_cellPowerDensity_mw_per_mm2=625
export IMPL_ys_cells=261
export IMPL_dr_pass1_iters=4
export IMPL_fin_tns_setup_ns=0
export IMPL_relSlewSlack=0.413
export IMPL_numCtsBuffers=3
export IMPL_cp_top_family="simple AND/OR/NAND/NOR gates"
export IMPL_clkPwrFrac=0.087
export IMPL_ys_top_logic_family="AND-OR/OR-AND gates"
export IMPL_clk_insertion_delay_late_ns=0.25
export IMPL_finClkSkew_ns=0.00287
export IMPL_grt_ovfl_total=0
export IMPL_ys_area_mm2=0.00264
export IMPL_grt_max_degree=25
export IMPL_die_area_mm2=0.00693
export IMPL_endpoint_kind="output pin"
==> logic make-up after synthesis <==
group           Yosys count
fa+ha+maj                10
xor+xnor                  1
flops                    16
compound gates           64
mux                      13
latches                  72
simple gates             63
buf+inv                  22
==> metrics by stage <==
step,cells,instance area (um^2)
6_report,354,2950
3_3_place_gp,351,2910
2_1_floorplan,261,2640
5_1_grt,354,2950
3_5_place_dp,351,2910
4_1_cts,354,2950
==> layout by cell type, fill, tap and decap left out, drive strengths merged, types with 4 or more instances in the layout <==
cell type | Yosys | routed
buf | 7 | 5
a221oi | 8 | 8
clkdlybuf4s50 | 0 | 21
nor2 | 5 | 5
nand2 | 14 | 14
a22o | 5 | 5
or3 | 4 | 4
a211oi | 6 | 6
a21oi | 10 | 10
dlxtp | 8 | 8
o21ai | 15 | 15
and2 | 8 | 8
a22oi | 9 | 9
inv | 9 | 9
ha | 10 | 10
dfxtp | 16 | 16
mux2 | 9 | 9
nor3 | 8 | 8
mux2i | 4 | 4
dlxtn | 64 | 64
nand3 | 6 | 6
nand2b | 4 | 4
==> metal layers <==
layer	track usage	vias to the layer above	routed length, um
li1	-	973	-
met1	0.266	948	2720
met2	0.282	26	2640
met3	0.0172	2	112
met4	0.00313	0	9
met5	0	-	0
==> final timing paths <==
path         cells after the start     start        to
max reg2reg                      6  index[1]  index[0]
min reg2reg                      2  index[7]  index[7]
min                              2  index[7]  index[7]
max                              5  index[1]     empty
==> registers in the layout, indices dropped and copies added, names as in the netlist <==
signal and cells:
dout 8, index 8, next_dout 8, stack 64
==> cell usage after synthesis, types with 2 or more instances <==
| cell | number |
|---|---|
| and3_1 | 2 |
| buf_6 | 3 |
| dlxtn_1 | 64 |
| mux2_2 | 9 |
| a22oi_1 | 8 |
| or3_1 | 3 |
| inv_1 | 8 |
| a211oi_1 | 6 |
| and2_1 | 8 |
| a221oi_1 | 8 |
| a22o_1 | 5 |
| mux2i_1 | 4 |
| nor3_1 | 8 |
| ha_1 | 10 |
| nand2_1 | 14 |
| nor2_1 | 5 |
| dfxtp_1 | 16 |
| dlxtp_1 | 8 |
| buf_2 | 2 |
| a21oi_1 | 10 |
| a31oi_1 | 2 |
| nand2b_1 | 4 |
| o21ai_0 | 13 |
| or4_1 | 2 |
| nand3_1 | 6 |
| a222oi_1 | 3 |
| clkbuf_1 | 6 |
==> power groups by stage <==
stage | clock [W] | combinational (W) | sequential, W
6_report | 0.000161 | 0.00108 | 0.000605
4_1_cts | 0.000170 | 0.00109 | 0.000605
5_1_grt | 0.000183 | 0.00120 | 0.000622
==> area by class of cell <==
| class | count | area, um^2 |
|---|---|---|
| Fill cell | 586 | 3400 |
| Inverter | 9 | 36.3 |
| Sequential cell | 88 | 1400 |
| Tap cell | 77 | 96.3 |
| Multi-Input combinational cell | 151 | 1130 |
| Timing Repair Buffer | 26 | 248 |
| Clock buffer | 3 | 41.3 |
==> worst register-to-register path: cells and delay by family, from the launching register on <==
kind	cells	cell delay, ns
buffers and inverters	1	0.15
adders and majority gates	1	0.26
AOI/OAI and AO/OA	1	0.40
and+or+nand+nor	3	0.77
DFF	1	0.40
==> timing repair <==
item	4_1_cts	5_1_grt
endpoints found under the hold margin	0	0
resized	0	2
endpoints found under the setup margin	0	1
Power is estimated from default activity; no workload was simulated.
